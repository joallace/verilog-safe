===== ./config.mk =====
export PLATFORM = sky130hd
export DESIGN_NAME = Safe
export DESIGN_NICKNAME = Safe
export VERILOG_FILES = /design/flow/design.v
export SDC_FILE = /design/flow/constraint.sdc
export NUM_CORES = 4
export LEC_CHECK = 1
export CORE_UTILIZATION = 30

===== ./constraint.sdc =====
current_design Safe

set clk_period 2.7
set clk_io_pct 0.2

create_clock -name clk0 -period $clk_period [get_ports {CLOCK_50}]

set non_clock_inputs [all_inputs -no_clocks]
set_input_delay [expr $clk_period * $clk_io_pct] -clock clk0 $non_clock_inputs
set_output_delay [expr $clk_period * $clk_io_pct] -clock clk0 [all_outputs]

===== ./design.v =====
module LCD_Controller (
	input [7:0] iDATA,
	input iRS,
	input iStart,
	output reg oDone,
	input iCLK,iRST_N,
	output [7:0] LCD_DATA,
	output LCD_RW,
	output reg LCD_EN,
	output LCD_RS
);
	parameter    CLK_Divide    =    16;
	reg        [4:0]    Cont;
	reg        [1:0]    ST;
	reg        preStart,mStart;
	assign    LCD_DATA    =    iDATA;
	assign    LCD_RW        =    1'b0;
	assign    LCD_RS        =    iRS;
	always@(posedge iCLK or negedge iRST_N)
	begin
		if(!iRST_N)
		begin
			oDone    <=    1'b0;
			LCD_EN    <=    1'b0;
			preStart<=    1'b0;
			mStart    <=    1'b0;
			Cont    <=    0;
			ST        <=    0;
		end
		else
		begin
			preStart<=    iStart;
			if({preStart,iStart}==2'b01)
			begin
				mStart    <=    1'b1;
				oDone    <=    1'b0;
			end
			if(mStart)
			begin
				case(ST)
				0:    ST    <=    1;     
				1:    begin
						LCD_EN    <=    1'b1;
						ST        <=    2;
					end
				2:    begin
						if(Cont<CLK_Divide)
						Cont    <=    Cont + 1'b1;
						else
						ST        <=    3;
					end
				3:    begin
						LCD_EN    <=    1'b0;
						mStart    <=    1'b0;
						oDone    <=    1'b1;
						Cont    <=    0;
						ST        <=    0;
					end
				endcase
			end
		end
	end
endmodule
module Reset_Delay( input iCLK, output reg oRESET);
reg    [19:0]    Cont;
always@(posedge iCLK)
begin
    if(Cont!=20'hFFFFF)
    begin
        Cont    <=    Cont + 1'b1;
        oRESET    <=    1'b0;
    end
    else
    oRESET    <=    1'b1;
end
endmodule
module Safe(  
  input CLOCK_50,		 
  input [2:0] KEY,  	 
  input [17:0] SW,  		 
  output [1:0]LEDG,  
  output LEDR,   	 
  input GPIO_I,		
  output GPIO_O,
  output LCD_ON,         
  output LCD_BLON,       
  output LCD_RW,         
  output LCD_EN,         
  output LCD_RS,         
  inout [7:0] LCD_DATA   
);
	wire DLY_RST;
	Reset_Delay r0(.iCLK(CLOCK_50),.oRESET(DLY_RST));
	assign LCD_ON      =    1'b1;
	assign LCD_BLON    =    1'b1;
	reg	[5:0]	LUT_INDEX;
	reg	[8:0]	LUT_DATA;
	reg	[5:0]	mLCD_ST;
	reg	[17:0]	mDLY;
	reg			mLCD_Start;
	reg	[7:0]	mLCD_DATA;
	reg			mLCD_RS;
	wire		mLCD_Done;
	parameter	LCD_INTIAL	=	0;
	parameter	LCD_LINE1	=	5;
	parameter	LCD_CH_LINE	=	LCD_LINE1+16;
	parameter	LCD_LINE2	=	LCD_LINE1+16+1;
	parameter	LUT_SIZE	=	LCD_LINE1+32+1;
	reg [7:0]position = 0;
	reg [1:0]ledG = 2'b00;
	assign LEDG = ledG;
	assign LEDR = ~&ledG;
	reg correctPass = 1'b0;
	reg correctFacial = 1'b0;
	reg [1:0]message = 2'b00;
	parameter PASSWORD = 18'b111111111111111111;
	always @ (posedge CLOCK_50) begin
		if(!DLY_RST)
		begin
			LUT_INDEX	<=	0;
			mLCD_ST		<=	0;
			mDLY		<=	0;
			mLCD_Start	<=	0;
			mLCD_DATA	<=	0;
			mLCD_RS		<=	0;
		end
		else
		begin
			if(LUT_INDEX < LUT_SIZE)
			begin
				case(mLCD_ST)
				0:	begin
						mLCD_DATA	<=	LUT_DATA[7:0];
						mLCD_RS		<=	LUT_DATA[8];
						mLCD_Start	<=	1;
						mLCD_ST		<=	1;
					end
				1:	begin
						if(mLCD_Done)
						begin
							mLCD_Start	<=	0;
							mLCD_ST		<=	2;
						end
					end
				2:	begin
						if(mDLY<18'h3FFFE)
						mDLY	<=	mDLY+1;
						else
						begin
							mDLY	<=	0;
							mLCD_ST	<=	3;
						end
					end
				3:	begin
						LUT_INDEX	<=	LUT_INDEX+1;
						mLCD_ST	<=	0;
					end
				endcase
			end
		end
		if(!KEY[0] && SW == PASSWORD)
			correctPass <= 1'b1;
		if(GPIO_I == 1'b0)
			correctFacial <= 1'b1;
		ledG[1] <= correctFacial;
		ledG[0] <= correctPass;
		if(!KEY[0] && (SW != PASSWORD || !correctFacial) )begin
			message <= 2'b01;
			LUT_INDEX	<=	0;
			mLCD_ST		<=	0;
			mDLY		<=	0;
			mLCD_Start	<=	0;
			mLCD_DATA	<=	0;
			mLCD_RS		<=	0;
		end
		if(!KEY[0] && (correctFacial && correctPass))begin
			position <= 8'b11001000;
			message <= 2'b10;
			LUT_INDEX	<=	0;
			mLCD_ST		<=	0;
			mDLY		<=	0;
			mLCD_Start	<=	0;
			mLCD_DATA	<=	0;
			mLCD_RS		<=	0;
		end		
		if(!KEY[1])begin
			position <= 0;
			correctPass <= 1'b0;
			correctFacial <= 1'b0;
			message <= 2'b00;
			LUT_INDEX	<=	0;
			mLCD_ST		<=	0;
			mDLY		<=	0;
			mLCD_Start	<=	0;
			mLCD_DATA	<=	0;
			mLCD_RS		<=	0;
		end
		if(message == 2'b00) begin
			case(LUT_INDEX)
				LCD_INTIAL+0:	LUT_DATA	<=	9'h038;
				LCD_INTIAL+1:	LUT_DATA	<=	9'h00C;
				LCD_INTIAL+2:	LUT_DATA	<=	9'h001;
				LCD_INTIAL+3:	LUT_DATA	<=	9'h006;
				LCD_INTIAL+4:	LUT_DATA	<=	9'h080;
				LCD_LINE1+14:	LUT_DATA	<=	9'h120;	 
			endcase
		end
		if(message == 2'b01) begin
			case(LUT_INDEX)
				LCD_INTIAL+0:	LUT_DATA	<=	9'h038;
				LCD_INTIAL+1:	LUT_DATA	<=	9'h00C;
				LCD_INTIAL+2:	LUT_DATA	<=	9'h001;
				LCD_INTIAL+3:	LUT_DATA	<=	9'h006;
				LCD_INTIAL+4:	LUT_DATA	<=	9'h080;
				LCD_LINE1+0:	LUT_DATA	<=	9'h141;	 
				LCD_LINE1+1:	LUT_DATA	<=	9'h143;	 
				LCD_LINE1+2:	LUT_DATA	<=	9'h143;	 
				LCD_LINE1+3:	LUT_DATA	<=	9'h145;	 
				LCD_LINE1+4:	LUT_DATA	<=	9'h153;	 
				LCD_LINE1+5:	LUT_DATA	<=	9'h153;	 
				LCD_LINE1+6:	LUT_DATA	<=	9'h120;	 
				LCD_LINE1+7:	LUT_DATA	<=	9'h144;	 
				LCD_LINE1+8:	LUT_DATA	<=	9'h145;	 
				LCD_LINE1+9:	LUT_DATA	<=	9'h14E;	 
				LCD_LINE1+10:	LUT_DATA	<=	9'h149;	 
				LCD_LINE1+11:	LUT_DATA	<=	9'h145;	 
				LCD_LINE1+12:	LUT_DATA	<=	9'h144;	 
				LCD_LINE1+13:	LUT_DATA	<=	9'h120;	 
			endcase
		end
		if(message == 2'b10) begin
			case(LUT_INDEX)
				LCD_INTIAL+0:	LUT_DATA	<=	9'h038;
				LCD_INTIAL+1:	LUT_DATA	<=	9'h00C;
				LCD_INTIAL+2:	LUT_DATA	<=	9'h001;
				LCD_INTIAL+3:	LUT_DATA	<=	9'h006;
				LCD_INTIAL+4:	LUT_DATA	<=	9'h080;
				LCD_LINE1+0:	LUT_DATA	<=	9'h141;	 
				LCD_LINE1+1:	LUT_DATA	<=	9'h143;	 
				LCD_LINE1+2:	LUT_DATA	<=	9'h143;	 
				LCD_LINE1+3:	LUT_DATA	<=	9'h145;	 
				LCD_LINE1+4:	LUT_DATA	<=	9'h153;	 
				LCD_LINE1+5:	LUT_DATA	<=	9'h153;	 
				LCD_LINE1+6:	LUT_DATA	<=	9'h120;	 
				LCD_LINE1+7:	LUT_DATA	<=	9'h147;	 
				LCD_LINE1+8:	LUT_DATA	<=	9'h152;	 
				LCD_LINE1+9:	LUT_DATA	<=	9'h141;	 
				LCD_LINE1+10:	LUT_DATA	<=	9'h14E;	 
				LCD_LINE1+11:	LUT_DATA	<=	9'h154;	 
				LCD_LINE1+12:	LUT_DATA	<=	9'h145;	 
				LCD_LINE1+13:	LUT_DATA	<=	9'h144;	 
				LCD_LINE1+14:	LUT_DATA	<=	9'h120;	 
			endcase
		end
	end
	LCD_Controller 		u0	(	 
								.iDATA(mLCD_DATA),
								.iRS(mLCD_RS),
								.iStart(mLCD_Start),
								.oDone(mLCD_Done),
								.iCLK(CLOCK_50),
								.iRST_N(DLY_RST),
								.LCD_DATA(LCD_DATA),
								.LCD_RW(LCD_RW),
								.LCD_EN(LCD_EN),
								.LCD_RS(LCD_RS)	);
	Servo_Controller s0(  
		.clk(CLOCK_50),
		.rst(!KEY[2]),
		.position(position),
		.servo(GPIO_O)
	);
endmodule
module Servo_Controller (
  input clk,
  input rst,
  input [7:0] position,
  output servo
  );
  reg pwm_q, pwm_d;
  reg [19:0] ctr_q, ctr_d;
  assign servo = pwm_q;
  always @(*) begin
    ctr_d = ctr_q + 1'b1;
    if (position + 9'd165 > ctr_q[19:8]) begin
      pwm_d = 1'b1;
    end else begin
      pwm_d = 1'b0;
    end
  end
  always @(posedge clk) begin
    if (rst) begin
      ctr_q <= 1'b0;
    end else begin
      ctr_q <= ctr_d;
    end
    pwm_q <= pwm_d;
  end
endmodule

===== ./run.sh =====
#!/bin/bash
# OpenROAD 26Q1-2900-gdf79404cd8, Yosys 0.63+post, stock flow scripts
make -C /OpenROAD-flow-scripts/flow DESIGN_CONFIG=/design/flow/config.mk WORK_HOME=/design/flow/orfs finish

==> out/metrics.cfg <==
[synthesis]
synthFlopType = sky130_fd_sc_hd__dfxtp_1
synth-edff-count = 20
synth.area.top_cells = sky130_fd_sc_hd__dfxtp_1 27%, sky130_fd_sc_hd__edfxtp_1 11%, sky130_fd_sc_hd__dfrtp_1 5.4%
synth.avg_cell_area_sq_um = 8.71
ys_seq_elements = 109
synth_sequential_area_ratio_pct = 44.2
post_synth_num_cell_types = 68
ys_cells = 636
yosys_stat_chip_area_sq_mm = 0.00554
synth_area_leader_cell = sky130_fd_sc_hd__dfxtp_1
synthArstFlopShare_pct = 11.9
netlist_instances = 636
synth_top_area_share_pct = 27.5
syn-cell-area_sq_mm = 0.00554
yosys_warnings = 4

[die]
floorplan.initialDensity_pct = 30.7
ios = 40
chip_width_microns = 138
chipHeight_microns = 138
placementRows = 49

[placed_design]
place.detailed.hpwl_mm = 8.14
dp_worst_setup_slack_ps = 277
place.gp.congestion = 0.996
numPortBuffers = 28
dpl-instance-area_sq_mm = 0.00611
placedCellCount = 882

[clock_network]
cts.sinks = 109
cts_root_buf = sky130_fd_sc_hd__clkbuf_16
cts_inserted_buffers = 9
clk_path_buf_depth = 2
cts_htree_levels = 3
post_cts.resized_instances = 0
postCtsSetupRepairBufs = 0
cts_hold_buffers = 0

[status]
status = stopped before the end
last-stage-reached = 4_1_cts
flow.first_error = [error] [KeplerFormal.cpp:679] Workflow failed: Iso has multiple drivers: .LCD_DATA0, LCD_DATA[0]$_SDFFE_PP0P_.Q0

-- logic make-up after synthesis --
group | Yosys count | share of synthesized area [%]
mux | 5 | 0.971
xor+xnor | 53 | 8.38
compound gates | 121 | 14.5
fa+ha+maj | 12 | 2.71
other cells | 2 | 0.136
buf+inv | 55 | 4.34
flops | 109 | 44.2
simple gates | 279 | 24.7
-- synthesized netlist by cell type (all sizes together), types with 12 or more instances --
library cell and instances:
o21ai 32, dfxtp 76, inv 23, ha 12, dfrtp 12, buf 14, xnor2 33, a21oi 32
and2 22, nand4 14, clkbuf 18, nand2 67, nor2 70, nor3 16, xor2 20, nand3 44
and3 12, edfxtp 20
-- through the flow --
step	hold slack, ps	power [uW]
floorplan	161	1750
global placement	210	1800
detailed placement	224	1800
Power figures rest on the tool's default switching activity, not on a simulated workload.
