[./config.mk]
export PLATFORM = sky130hd
export DESIGN_NAME = LCD_Print
export DESIGN_NICKNAME = LCD_Print
export VERILOG_FILES = /design/flow/design.v
export SDC_FILE = /design/flow/constraint.sdc
export NUM_CORES = 4
export LEC_CHECK = 1
export CORE_UTILIZATION = 50
[./constraint.sdc]
current_design LCD_Print

set clk_period 4.0
set clk_io_pct 0.2

create_clock -name clk0 -period $clk_period [get_ports {iCLK}]

set non_clock_inputs [all_inputs -no_clocks]
set_input_delay [expr $clk_period * $clk_io_pct] -clock clk0 $non_clock_inputs
set_output_delay [expr $clk_period * $clk_io_pct] -clock clk0 [all_outputs]
[./design.v]
module LCD_Controller (
	input [7:0] iDATA,
	input iRS,
	input iStart,
	output reg oDone,
	input iCLK,iRST_N,
	output [7:0] LCD_DATA,
	output LCD_RW,
	output reg LCD_EN,
	output LCD_RS
);
	parameter    CLK_Divide    =    16;
	reg        [4:0]    Cont;
	reg        [1:0]    ST;
	reg        preStart,mStart;
	assign    LCD_DATA    =    iDATA;
	assign    LCD_RW        =    1'b0;
	assign    LCD_RS        =    iRS;
	always@(posedge iCLK or negedge iRST_N)
	begin
		if(!iRST_N)
		begin
			oDone    <=    1'b0;
			LCD_EN    <=    1'b0;
			preStart<=    1'b0;
			mStart    <=    1'b0;
			Cont    <=    0;
			ST        <=    0;
		end
		else
		begin
			preStart<=    iStart;
			if({preStart,iStart}==2'b01)
			begin
				mStart    <=    1'b1;
				oDone    <=    1'b0;
			end
			if(mStart)
			begin
				case(ST)
				0:    ST    <=    1;     
				1:    begin
						LCD_EN    <=    1'b1;
						ST        <=    2;
					end
				2:    begin
						if(Cont<CLK_Divide)
						Cont    <=    Cont + 1'b1;
						else
						ST        <=    3;
					end
				3:    begin
						LCD_EN    <=    1'b0;
						mStart    <=    1'b0;
						oDone    <=    1'b1;
						Cont    <=    0;
						ST        <=    0;
					end
				endcase
			end
		end
	end
endmodule
module	LCD_Print (	
	input [1:0]MESSAGE,
	input iCLK, iRST_N,
	output	[7:0]	LCD_DATA,
	output			LCD_RW,LCD_EN,LCD_RS
);
	reg	[5:0]	LUT_INDEX;
	reg	[8:0]	LUT_DATA;
	reg	[5:0]	mLCD_ST;
	reg	[17:0]	mDLY;
	reg			mLCD_Start;
	reg	[7:0]	mLCD_DATA;
	reg			mLCD_RS;
	wire		mLCD_Done;
	parameter	LCD_INTIAL	=	0;
	parameter	LCD_LINE1	=	5;
	parameter	LCD_CH_LINE	=	LCD_LINE1+16;
	parameter	LCD_LINE2	=	LCD_LINE1+16+1;
	parameter	LUT_SIZE	=	LCD_LINE1+32+1;
	always@(posedge iCLK or negedge iRST_N)
	begin
		if(!iRST_N)
		begin
			LUT_INDEX	<=	0;
			mLCD_ST		<=	0;
			mDLY		<=	0;
			mLCD_Start	<=	0;
			mLCD_DATA	<=	0;
			mLCD_RS		<=	0;
		end
		else
		begin
			if(LUT_INDEX < LUT_SIZE)
			begin
				case(mLCD_ST)
				0:	begin
						mLCD_DATA	<=	LUT_DATA[7:0];
						mLCD_RS		<=	LUT_DATA[8];
						mLCD_Start	<=	1;
						mLCD_ST		<=	1;
					end
				1:	begin
						if(mLCD_Done)
						begin
							mLCD_Start	<=	0;
							mLCD_ST		<=	2;
						end
					end
				2:	begin
						if(mDLY<18'h3FFFE)
						mDLY	<=	mDLY+1;
						else
						begin
							mDLY	<=	0;
							mLCD_ST	<=	3;
						end
					end
				3:	begin
						LUT_INDEX	<=	LUT_INDEX+1;
						mLCD_ST	<=	0;
					end
				endcase
			end
		end
	end
	always @ (iCLK)
	begin
		if(MESSAGE == 2'b00) begin
			case(LUT_INDEX)
				LCD_INTIAL+0:	LUT_DATA	<=	9'h038;
				LCD_INTIAL+1:	LUT_DATA	<=	9'h00C;
				LCD_INTIAL+2:	LUT_DATA	<=	9'h001;
				LCD_INTIAL+3:	LUT_DATA	<=	9'h006;
				LCD_INTIAL+4:	LUT_DATA	<=	9'h080;
				LCD_LINE1+14:	LUT_DATA	<=	9'h120;	 
			endcase
		end
		if(MESSAGE == 2'b01) begin
			case(LUT_INDEX)
				LCD_INTIAL+0:	LUT_DATA	<=	9'h038;
				LCD_INTIAL+1:	LUT_DATA	<=	9'h00C;
				LCD_INTIAL+2:	LUT_DATA	<=	9'h001;
				LCD_INTIAL+3:	LUT_DATA	<=	9'h006;
				LCD_INTIAL+4:	LUT_DATA	<=	9'h080;
				LCD_LINE1+0:	LUT_DATA	<=	9'h141;	 
				LCD_LINE1+1:	LUT_DATA	<=	9'h143;	 
				LCD_LINE1+2:	LUT_DATA	<=	9'h143;	 
				LCD_LINE1+3:	LUT_DATA	<=	9'h145;	 
				LCD_LINE1+4:	LUT_DATA	<=	9'h153;	 
				LCD_LINE1+5:	LUT_DATA	<=	9'h153;	 
				LCD_LINE1+6:	LUT_DATA	<=	9'h120;	 
				LCD_LINE1+7:	LUT_DATA	<=	9'h144;	 
				LCD_LINE1+8:	LUT_DATA	<=	9'h145;	 
				LCD_LINE1+9:	LUT_DATA	<=	9'h14E;	 
				LCD_LINE1+10:	LUT_DATA	<=	9'h149;	 
				LCD_LINE1+11:	LUT_DATA	<=	9'h145;	 
				LCD_LINE1+12:	LUT_DATA	<=	9'h144;	 
				LCD_LINE1+13:	LUT_DATA	<=	9'h120;	 
			endcase
		end
		if(MESSAGE == 2'b10) begin
			case(LUT_INDEX)
				LCD_INTIAL+0:	LUT_DATA	<=	9'h038;
				LCD_INTIAL+1:	LUT_DATA	<=	9'h00C;
				LCD_INTIAL+2:	LUT_DATA	<=	9'h001;
				LCD_INTIAL+3:	LUT_DATA	<=	9'h006;
				LCD_INTIAL+4:	LUT_DATA	<=	9'h080;
				LCD_LINE1+0:	LUT_DATA	<=	9'h141;	 
				LCD_LINE1+1:	LUT_DATA	<=	9'h143;	 
				LCD_LINE1+2:	LUT_DATA	<=	9'h143;	 
				LCD_LINE1+3:	LUT_DATA	<=	9'h145;	 
				LCD_LINE1+4:	LUT_DATA	<=	9'h153;	 
				LCD_LINE1+5:	LUT_DATA	<=	9'h153;	 
				LCD_LINE1+6:	LUT_DATA	<=	9'h120;	 
				LCD_LINE1+7:	LUT_DATA	<=	9'h147;	 
				LCD_LINE1+8:	LUT_DATA	<=	9'h152;	 
				LCD_LINE1+9:	LUT_DATA	<=	9'h141;	 
				LCD_LINE1+10:	LUT_DATA	<=	9'h14E;	 
				LCD_LINE1+11:	LUT_DATA	<=	9'h154;	 
				LCD_LINE1+12:	LUT_DATA	<=	9'h145;	 
				LCD_LINE1+13:	LUT_DATA	<=	9'h144;	 
				LCD_LINE1+14:	LUT_DATA	<=	9'h120;	 
			endcase
		end
	end
	LCD_Controller 		u0	(	 
								.iDATA(mLCD_DATA),
								.iRS(mLCD_RS),
								.iStart(mLCD_Start),
								.oDone(mLCD_Done),
								.iCLK(iCLK),
								.iRST_N(iRST_N),
								.LCD_DATA(LCD_DATA),
								.LCD_RW(LCD_RW),
								.LCD_EN(LCD_EN),
								.LCD_RS(LCD_RS)	);
endmodule
[./run.sh]
#!/bin/bash
# OpenROAD 26Q1-2900-gdf79404cd8, Yosys 0.63+post, stock flow scripts
make -C /OpenROAD-flow-scripts/flow DESIGN_CONFIG=/design/flow/config.mk WORK_HOME=/design/flow/orfs finish
==> run summary <==
run results: drt wl/cell 14.7 um, Die X 82.0 um, Port Buffers 13, final setup vio count 0, crit path launch mDLY[5]$_DFFE_PN0P_, fin area 3450 um^2, CP startpoint kind flop, RSZ-0062 raised after global routing no, Ports 15, Max FO, Critical Path 15, worst-case reg-to-reg path depth 6, 1st-pass router iterations 4, die y size 82.0 um, final WL 6260 um, stages on the worst setup path 6, endpoints left unconstrained 9, worst r2r dst mDLY[15]$_DFFE_PN0P_, Leak 1.51 nW, run status finished, final reports clean, GPL Wtd Cong 0.899, Resized Gates After CTS 0, Synthesized registers 60, Final min period 2400 ps, CTS Buf Count 5, Power Dens Cells 254 nW/um^2, final worst-path cycle share 0.600, tool warning count 28, Unique cell types 65, post-synth area from yosys stat 3200 um^2, HP Class reg -> reg, Antenna Nets Post-Route 0, floorplan row count 28, Arrival @ worst endpoint 2610 ps, buffer and inverter count on the worst path 0, first-pass GRT wire length 10700 um, 1st-iter DRT viols 190, fp util 0.528, Post-Syn Instances 346, CP cell instances and4_1, nand3_1, nor3_2, and2_1, o21ai_0, a21o_1, crit end category flop, fin. max-slew vios 0, Crit path max-delay family simple AND/OR/NAND/NOR gates, number of enable flip-flop cells 0, Reg clk slew, reported paths 100 ps, clk ins delay skew pair 310 ps, Vias 2497, Slew @ Worst Pin 642 ps, dpl hpwl 4160 um, Relative slew margins 0.570, Yosys warning total 20, gr ovfl total 0, register pins left without a clock 9, slowest stage delay, CP 540 ps, Most common reg cell dfrtp_1, Setup CP Type reg -> reg, TritonCTS clock tree done, die area 6730 um^2, MaxCap Viol Count 0, synthesized cell area 3200 um^2, Hold Fails Final Rpt 0, CP max stage cell and2_1, total global-route track usage 0.212, root buffer selected by CTS clkbuf_8, Max VDD drop 0.168 mV, Setup crit end mDLY[15]$_DFFE_PN0P_, Mean Syn Cell Area 9.25 um^2, P&R area growth vs syn 7.62%, number of standard cells reported by yosys 346, drt via density 5.86, flop2flop setup slack 1600 ps, CP Data Required Time 4210 ps, vias in the first global route 2178, layout cells sized above 1 0.0997, reg2reg start mDLY[5]$_DFFE_PN0P_, initial antenna violation count 0, Ant. Diodes 0, clk buf depth 2, setup TNS 0 ps, CTS H-tree depth 2, largest net degree at the start of global routing 52, post-CTS setup buffer count 0, worst hold slack 449 ps, area of placed instances 3350 um^2, clock skew 7.97 ps, Worst Hold Launch mLCD_Start$_DFFE_PN0P_, drt drc 0, Hold Buf Count CTS 0, Async S/R FF share, synth 0.850, Max Fclk 417 MHz, CORE AREA 6060 um^2
## stage by stage
stage	util	total power, mW	setup WS (ps)	cells
CTS	0.569	0.890	1600	426
global placement	0.553	0.573	1700	418
finish	0.569	0.874	1600	426
detailed placement	0.553	0.573	1610	418
floorplan	-	0.554	2040	346
global route	0.569	0.916	1350	426
## layout by cell type (no fill, tap or decap), types with 3 or more instances in the layout
| cell type | Yosys | routed |
|---|---|---|
| dfrtp_1 | 49 | 49 |
| nand2_1 | 37 | 37 |
| nor2_1 | 25 | 25 |
| o21ai_0 | 24 | 24 |
| a21oi_1 | 17 | 17 |
| nand3_1 | 15 | 15 |
| clkdlybuf4s50_1 | 0 | 12 |
| mux2_2 | 11 | 11 |
| xnor2_1 | 11 | 11 |
| inv_1 | 10 | 10 |
| nand2b_1 | 10 | 10 |
| nor3_1 | 10 | 10 |
| dlxtn_1 | 9 | 9 |
| a31oi_1 | 7 | 7 |
| nor2b_1 | 6 | 6 |
| ha_1 | 6 | 6 |
| a32oi_1 | 5 | 5 |
| a21o_1 | 5 | 5 |
| clkbuf_8 | 0 | 5 |
| and2_1 | 4 | 4 |
| mux2i_1 | 4 | 4 |
| nand4_1 | 4 | 4 |
| or3_1 | 4 | 4 |
| a211oi_1 | 3 | 3 |
| xor2_1 | 3 | 3 |
| a22o_1 | 3 | 3 |
## cell type report
type | count | area [um^2]
inverter | 11 | 41.3
timing repair buffer | 14 | 133
fill | 546 | 2620
clock inverter | 3 | 25.0
tap | 75 | 93.8
multi-input combinational | 258 | 1670
sequential | 60 | 1410
clock buffer | 5 | 68.8
## kinds of logic after synthesis
kind of cell,share of synthesized area
AND/OR/NAND/NOR,0.214
AND-OR/OR-AND,0.189
flip-flops,0.399
buffers and inverters,0.0367
multiplexers,0.0559
XOR/XNOR,0.0383
latches,0.0422
adder cells (fa/ha/maj),0.0234
other,0.00117
## cells in the mapped netlist, types with 6 or more instances
cell type / n / share of area
dfrtp_1: 49 / 0.38
nand2_1: 37 / 0.043
nor2_1: 25 / 0.029
o21ai_0: 24 / 0.038
a21oi_1: 17 / 0.027
nand3_1: 15 / 0.023
mux2_2: 11 / 0.039
xnor2_1: 11 / 0.030
inv_1: 10 / 0.012
nand2b_1: 10 / 0.020
nor3_1: 10 / 0.016
dlxtn_1: 9 / 0.042
a31oi_1: 7 / 0.014
buf_2: 7 / 0.011
clkbuf_1: 7 / 0.0082
ha_1: 6 / 0.023
nor2b_1: 6 / 0.012
## per-layer routing
layer	track usage	up-vias	part of all wire
met5	0	-	0
met4	0.0228	0	0.0093
met3	0.0327	5	0.055
met2	0.282	72	0.40
met1	0.382	1167	0.53
li1	-	1253	-
## worst reg2reg max path, stage by stage (launching register included)
cell and delay (ps):
dfrtp_1 440, and4_1 230, nand3_1 290, nor3_2 440
and2_1 540, o21ai_0 180, a21o_1 190
## how the worst min path moves through the flow
stage | end | slack (ps) | depth (start not counted)
6_report | u0.preStart$_DFF_PN0_ | 450 | 0
5_1_grt | u0.preStart$_DFF_PN0_ | 490 | 0
4_1_cts | u0.preStart$_DFF_PN0_ | 450 | 0
## report_power, final
group	internal (mW)	total (mW)	leakage, nW	switching [mW]
clock	0.128	0.311	0.0452	0.183
combinational	0.0128	0.0383	0.691	0.0255
sequential	0.523	0.524	0.777	0.000988
## state kept, by name, summed over array words and instances (netlist names), named ones only
name,cells
LUT_DATA,9
LUT_INDEX,6
mDLY,18
mLCD_DATA,8
mLCD_RS,1
mLCD_ST,3
mLCD_Start,1
u0.Cont,5
u0.LCD_EN,1
u0.ST,2
u0.mStart,1
u0.oDone,1
u0.preStart,1
Power is estimated from default activity; no workload was simulated.
